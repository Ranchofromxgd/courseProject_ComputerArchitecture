## design/flow/config.mk

```make
export PLATFORM = sky130hd
export DESIGN_NAME = RegFile
export DESIGN_NICKNAME = RegFile
export VERILOG_FILES = /design/flow/design.v
export SDC_FILE = /design/flow/constraint.sdc
export NUM_CORES = 4
export LEC_CHECK = 1
export CORE_UTILIZATION = 30
```

## design/flow/constraint.sdc

```tcl
current_design RegFile

set clk_period 5.9
set clk_io_pct 0.2

create_clock -name clk0 -period $clk_period [get_ports {clk}]

set non_clock_inputs [all_inputs -no_clocks]
set_input_delay [expr $clk_period * $clk_io_pct] -clock clk0 $non_clock_inputs
set_output_delay [expr $clk_period * $clk_io_pct] -clock clk0 [all_outputs]
```

## design/flow/design.v

```verilog
`timescale 1ns / 1ps
module RegFile (A1, A2, WriteReg, WD, RorW, clk,RD1, RD2);
	input [4:0]	A1, A2, WriteReg;
	input [31:0] WD;
	input	RorW, clk;
	output [31:0] RD1, RD2;	 
	reg [31:0] register [0:31];  
	integer i;
	assign RD1 = (A1 == 0) ? 0 : register[A1];
	assign RD2 = (A2 == 0) ? 0 : register[A2];
	always @(posedge clk) begin
		begin
			if (WriteReg != 0 && RorW== 1)
				register[WriteReg] <= WD;
		end
	end
endmodule
```

## design/flow/run.sh

```bash
#!/bin/bash
# OpenROAD 26Q1-2900-gdf79404cd8, Yosys 0.63+post, stock flow scripts
make -C /OpenROAD-flow-scripts/flow DESIGN_CONFIG=/design/flow/config.mk WORK_HOME=/design/flow/orfs finish
```

==> results.sh <==
# implementation run metrics
export IMPL_routed_wl_um=156000
export IMPL_clk_path_buf_depth=3
export IMPL_max_slew_margin_rel_pct=36.6
export IMPL_portBuffers=112
export IMPL_vdd_drop_max_uv=251
export IMPL_cts_root_buf="clkbuf_16"
export IMPL_warnings=26
export IMPL_cts_sinks=1024
export IMPL_drcViolationCount=0
export IMPL_place_congestion=0.898
export IMPL_cts_resized=0
export IMPL_nFillCells=14374
export IMPL_core_um2=158000
export IMPL_finalMaxSlewViolations=0
export IMPL_avgRoutedWirePerCell_um=31.5
export IMPL_postSynthSeqShare_pct=64.2
export IMPL_yosys_stat_cells=2564
export IMPL_syn2layout_area_growth_pct=16.4
export IMPL_post_cts_buffers=0
export IMPL_grt_pass1_wl_um=220000
export IMPL_placed_cells=4758
export IMPL_setup_tns_ps=0
export IMPL_tightest_slew_ps=949
export IMPL_grt_pass1_vias=30799
export IMPL_ant_nets=0
export IMPL_ff_type="edfxtp_1"
export IMPL_top_logic_kind="multiplexers"
export IMPL_rsz0062_at_grt="false"
export IMPL_viasPerCell=5.64
export IMPL_period_needed_ps=5500
export IMPL_status="completed"
export IMPL_num_io_pins=113
export IMPL_critPathKind="in2out"
export IMPL_startpoint_type="primary input"
export IMPL_row_count=146
export IMPL_syn_area_um2=47900
export IMPL_syn_inst=2564
export IMPL_cp_data_required_time_ps=4720
export IMPL_critPathCaptureType="output pin"
export IMPL_clock_power_share_pct=39.3
export IMPL_ys_sh_adder_pct=0
export IMPL_combinationalPowerShare_pct=9.6
export IMPL_ys_flops=1024
export IMPL_layout_drive_gt1_share_pct=28.0
export IMPL_fp_util_pct=30.2
export IMPL_yosysChipArea_um2=47900
export IMPL_final_setup_viol_count=0
export IMPL_synth_cellmix_compoundShare_pct=6.15
export IMPL_p_leak_nw=17.9
export IMPL_hp_class="in2reg"
export IMPL_switching_share_pct=23.2
export IMPL_cts_tree="done"
export IMPL_grt_busiest_layer="met2"
export IMPL_p_per_area_nw_per_um2=286
export IMPL_maxCapViolations=0
export IMPL_clk_pin_slew_worst_paths_ps=60
export IMPL_grt_ovfl_total=0
export IMPL_die_x_um=402
export IMPL_dp_final_hpwl_um=92300
export IMPL_stdcell_count=4947
export IMPL_postCtsHoldBufs=0
export IMPL_reg_top3="register: 1024 flops"
export IMPL_grt_max_degree=69
export IMPL_chipArea_um2=161000
export IMPL_xor_area_share_pct=0
export IMPL_drt_pre_antenna_iters=5
export IMPL_synth_avg_cell_area_um2=18.7
export IMPL_ys_sh_mux_pct=25.0
export IMPL_drtIter0Drc=1671
export IMPL_seq_power_share_pct=51.1
export IMPL_max_freq_ghz=0.182
export IMPL_use_met2_pct=30.5
export IMPL_synthSimpleGateAreaFrac_pct=2.18
export IMPL_largest_register="register"
export IMPL_period_used_pct=93.3
export IMPL_via_count=27907
export IMPL_edf_count=1024
export IMPL_synth_async_reset_ratio_pct=0
export IMPL_grt_use_total_pct=20.6
export IMPL_met1_usage_pct=21.3
export IMPL_largest_register_ffs=1024
export IMPL_die_h_um=402
export IMPL_h_tree_depth=3
export IMPL_regArea_um2=30700
export IMPL_yosysWarnings=1
export IMPL_cts_made_buffers=100
export IMPL_met3_usage_pct=17.5
export IMPL_grt_antenna_before_repair=6
export IMPL_worst_path_max_fanout=48
export IMPL_power_switching_mw=3.70
export IMPL_hold_violations=0
export IMPL_critPathArrivalTime_ps=4320
export IMPL_logic_area_um2=16400
export IMPL_ys_types=39
export IMPL_cell_internal_pwr_mw=12.2
==> area by class of cell <==
type / count / area share [%]
inverters: 2 / 0.0179
diodes: 4 / 0.0179
clock buffers: 120 / 4.70
flip-flops and latches: 1024 / 55.1
multi-input cells: 1354 / 29.4
repair buffers: 306 / 5.06
well taps: 2072 / 4.65
clock inverters: 65 / 1.01
==> Yosys cell counts (36+ instances only) <==
cell	count	area [µm²]
edfxtp_1	1024	30700
mux2_2	64	721
o21ai_0	50	250
buf_4	53	398
nor2b_1	37	231
nand2_1	85	319
o221ai_1	64	561
mux4_2	316	7120
mux2i_1	320	3200
nor2_1	36	135
a211oi_1	53	398
clkbuf_1	98	368
a22oi_1	64	480
buf_2	50	250
mux4_1	36	946
a221oi_1	38	333
==> metrics by stage <==
stage | hold slack (ps) | area (µm²) | power [mW] | setup WS, ps | util, %
finish | 1260 | 55800 | 15.9 | 395 | 35.2
global route | 1270 | 55800 | 16.4 | 273 | 35.2
CTS | 1230 | 55800 | 16.0 | 414 | 35.2
detailed placement | 2010 | 52600 | 9.84 | 429 | 33.2
global placement | 2000 | 52600 | 9.83 | 412 | 33.2
floorplan | 1280 | 48000 | 9.12 | 2130 | -
==> power by group through the flow <==
stage                 registers [mW]  logic (mW)  clock network (mW)
after CTS                       8.15        1.53                6.35
after global routing            8.16        1.62                6.60
final                           8.15        1.52                6.27
==> cell families (layout without fill, tap and decap cells) <==
family,after synthesis,after routing
simple gates,212,212
other cells,1,36
mux,736,736
flops,1024,1024
compound gates,374,374
buf+inv,217,493
==> layout by cell type, fill, tap and decap left out, types with 18 or more instances in the layout <==
master,netlist,layout
nand2_1,85,85
clkdlybuf4s50_1,0,102
clkinv_1,0,29
nand4_1,32,32
edfxtp_1,1024,1024
a211oi_1,53,53
mux4_1,36,36
buf_4,53,176
a311oi_1,32,32
buf_12,0,19
clkbuf_1,98,18
clkinv_2,0,20
nor2_4,0,33
clkbuf_16,0,102
a221oi_1,38,38
a21oi_1,32,32
nor2b_1,37,32
mux2_2,64,64
a22oi_1,64,64
mux2i_1,320,320
mux4_2,316,316
conb_1,1,32
o221ai_1,64,64
o21ai_0,50,50
==> metal layers <==
metal	share of wire, %	wire length, µm	up-vias
met5	0.15	240	-
met1	31	48200	13964
met2	46	71700	2123
met4	4.1	6420	20
li1	-	-	11457
met3	19	29400	343
==> path summary, 6_finish.rpt <==
check                 startpoint          endpoint  slack (ps)  depth (start not counted)
worst max-delay path       A1[1]           RD1[15]         400                          8
worst min-delay path      WD[22]  register[14][22]        1260                          2
==> critical path, stage by stage <==
cell             delay, ps
buf_8                  420
nor2_4                 340
buf_12                 280
a221oi_1               300
o21ai_0                170
a311oi_1               770
buf_4                  220
clkdlybuf4s50_1        470
Power is estimated from default activity; no workload was simulated.
