$ cat design/flow/design.v
module ALU (A, B, ALUOp, C, Zero);        
   input  [31:0] A, B;
   input  [4:0]  ALUOp;
   output reg [31:0] C;
   output        Zero;
   always @(*) begin
      case ( ALUOp )
         5'b00011: C = A + B;
         5'b00101: C = A - B;
         5'b00111:   C = A | B;
         default:   ;
      endcase
   end 
   assign Zero = (A == B) ? 1 : 0;
endmodule
$ cat design/flow/config.mk
export PLATFORM = sky130hd
export DESIGN_NAME = ALU
export DESIGN_NICKNAME = ALU
export VERILOG_FILES = /design/flow/design.v
export SDC_FILE = /design/flow/constraint.sdc
export NUM_CORES = 4
export LEC_CHECK = 1
export CORE_UTILIZATION = 50
$ cat design/flow/constraint.sdc
current_design ALU

set clk_period 2.5
set clk_io_pct 0.2

create_clock -name clk0 -period $clk_period

set non_clock_inputs [all_inputs -no_clocks]
set_input_delay [expr $clk_period * $clk_io_pct] -clock clk0 $non_clock_inputs
set_output_delay [expr $clk_period * $clk_io_pct] -clock clk0 [all_outputs]
$ cat design/flow/run.sh
#!/bin/bash
# OpenROAD 26Q1-2900-gdf79404cd8, Yosys 0.63+post, stock flow scripts
make -C /OpenROAD-flow-scripts/flow DESIGN_CONFIG=/design/flow/config.mk WORK_HOME=/design/flow/orfs finish
==> qor.csv <==
metric,value,unit
Die ar.,10440,um^2
Cell Rows,36,
most frequent cells in the layout,"buf_4 (115), a21oi_1 (70), ha_1 (63)",
worst hold margin,1709,ps
Largest register FFs,32,
worst hold path class,primary input to output port,
final hold violation count,0,
share of post-route cells with drive strength above 1,29.98,%
fillers,682,
Chip Width,102.2,um
WP data arrival,1910,ps
sw frac,45.82,%
max-cap violations,0,
PwrDens,242.5,nW/um^2
YS chip area,5020,um^2
initial antenna violation count,0,
Commonest flop,dlxtn_1,
number of enable flip-flop cells,0,
wire per inst,15.51,um
Setup CP Type,primary input to output port,
FF+latch area,480.5,um^2
"CP delay by family, top",buffers and inverters,
setup_tns,0,ps
NetSw,821.1,uW
Inserted Diodes,0,
Detailed Route Iter0 Violations,287,
vias in the first global route,5002,
Core Box Area,9729,um^2
"Cell Area, Synth",5020,um^2
Tot Pwr,1.792,mW
Worst setup SP type,primary input,
Antenna Violating Nets Remaining,0,
endpoints left unconstrained,64,
syn_area_per_cell,7.151,um^2
Die Y,102.2,um
worst slew pin tran,625.4,ps
Tool Warnings,96,
combinational group share of total power,91.2,%
synth warn,1,
Slew headroom,57.85,%
Top cell excl fill/tap,buf_4,
Area Growth Syn to Fin,47.23,%
GRT Residual Overflow,0,
Initial Utilization,51.59,%
Fmax,414.7,MHz
minimum clock period,2411,ps
endpoints failing setup,0,
gr usage total,29.04,%
clock power share,0,%
drt via density,5.522,
global-route wire length before repair,24030,um
worst vdd ir,0.1539,mV
period utilization,96.45,%
ys flops,32,
critical path buffer and inverter count,4,
Int Power,971.0,uW
share of synthesized registers carrying an async set or reset,0,%
register pins left without a clock,32,
Leakage,3.591,nW
Crit. End Element,output port,
Detail Placement HPWL,11520,um
"Cell Chain, Critical Path","clkdlybuf4s50_1, inv_1, ha_4, nor2_4, nand2_2, nor4_2, buf_4, dlymetal6s2s_1",
Max stage delay on crit path,480,ps
dpl ws,-869.9,ps
number of I/O port buffers,102,
post-route DRC violation count,0,
GP Congestion,0.9353,
crit path max-delay cell type,clkdlybuf4s50_1,
I/O pin cnt,102,
via count,5616,
crit path max fanout,4,
Synth Instances,702,
pin count of the biggest net entering global routing,56,
# Cells Yosys,702,
multi-input logic area,4522,um^2
"Worst Setup Slack, final",88.79,ps
status,"complete, no violations",
Routed WL,15770,um
iteration tally of the first detailed-router pass,4,
Critical Path RT,2000,ps
Reg power frac,8.8,%
Max Slew Vio Count,0,
CTS hold repair buffers,0,
final core occ,75.96,%
post-synth cell types,72,
synthesized netlist by cell type, drive strengths merged (4+ instances only):
cell,number,area (um^2)
a211oi,7,67.57
a21o,11,90.08
a21oi,71,359.1
a221oi,7,73.82
a311oi,5,56.31
a31oi,6,58.80
buf,12,77.57
clkbuf,23,86.33
dlxtn,32,480.5
ha,94,1176
inv,90,337.8
nand2,44,165.2
nand2b,7,43.79
nand3,11,55.05
nand4,6,37.54
nor2,52,195.2
nor2b,10,62.56
nor3,12,65.06
nor4,7,58.81
o2111ai,4,41.29
o211ai,14,105.1
o21ai,60,307.8
o21bai,14,105.1
o22ai,4,25.02
o31ai,7,66.31
or3,4,25.02
xnor2,39,341.6
xor2,6,52.55
cell families (layout without fill, tap and decap cells):
group           Yosys count  in the layout  synth area share, %
compound gates          231            231                31.03
simple gates            167            167                16.13
buf+inv                 126            308                10.07
fa+ha+maj                96             96                24.23
xor+xnor                 45             45                7.851
latches                  32             32                9.571
mux                       5              5                1.122
path summary, 6_finish.rpt:
| path | start | end | slack (ps) | cells after the start |
|---|---|---|---|---|
| max | A[20] | Zero | 90 | 8 |
| min | B[8] | Zero | 1710 | 8 |
layer usage:
metal | global-route usage, % | wire length [um]
met5 | 0 | 0
met4 | 3.187 | 158
met3 | 2.017 | 1249
met2 | 45.02 | 6780
met1 | 45.65 | 7584
tightest hold or removal path: stages:
cell            delay [ps]
clkbuf_2               100
inv_2                   70
ha_4                   140
nor4_4                  50
nand2_2                 60
nor4_2                  40
buf_4                  120
dlymetal6s2s_1         120
per-stage QoR:
stage               std cells  cell area, um^2
floorplan                 702             5020
global placement         1010             6858
detailed placement       1010             6858
CTS                      1014             7108
global route             1017             7391
finish                   1017             7391
power groups by stage:
stage / combinational (mW) / sequential, mW / clock [mW]
after CTS: 1.55 / 0.158 / 0
after global routing: 1.79 / 0.166 / 0
final: 1.63 / 0.158 / 0
final cells by class:
class | count | area share (%)
inverter | 91 | 4.639
multi-input combinational | 544 | 61.18
sequential | 32 | 6.501
tap | 133 | 2.252
timing repair buffer | 217 | 25.43
repair_timing:
action,4_1_cts,5_1_grt
cloned,0,0
buffers inserted,4,3
endpoints found under the setup margin,1,1
pin swaps,9,17
gates resized,78,131
No activity file was given, so power comes from the tool's default toggle rates.
